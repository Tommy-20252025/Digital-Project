==> design/flow/run.sh <==
#!/bin/bash
# OpenROAD 26Q1-2900-gdf79404cd8, Yosys 0.63+post, stock flow scripts
make -C /OpenROAD-flow-scripts/flow DESIGN_CONFIG=/design/flow/config.mk WORK_HOME=/design/flow/orfs finish
==> design/flow/config.mk <==
export PLATFORM = sky130hd
export DESIGN_NAME = dino_game_top
export DESIGN_NICKNAME = dino_game_top
export VERILOG_FILES = /design/flow/design.v
export SDC_FILE = /design/flow/constraint.sdc
export NUM_CORES = 4
export LEC_CHECK = 1
export CORE_UTILIZATION = 40
==> design/flow/constraint.sdc <==
current_design dino_game_top

set clk_period 4.3
set clk_io_pct 0.2

create_clock -name clk0 -period $clk_period [get_ports {clk}]

set non_clock_inputs [all_inputs -no_clocks]
set_input_delay [expr $clk_period * $clk_io_pct] -clock clk0 $non_clock_inputs
set_output_delay [expr $clk_period * $clk_io_pct] -clock clk0 [all_outputs]
==> design/flow/design.v <==
module dino_game_top(
    input clk, rst, 
    input jump, crouch,
    output [7:0] dinor, 
    output [15:0] outc,
    output [6:0] HEX0, HEX1, HEX2, HEX3, HEX4, HEX5
);
    wire clkdiv, clkdis; 
    wire [2:0] dinonow; 
    wire [4:0] xcoor;   
    wire state, shape;  
    wire [1:0] game_state; 
    freqdiv_gen f1(.clk(clk), .rst(rst), .exp(32'd416666), .out(clkdiv));
    freqdiv_gen f2(.clk(clk), .rst(rst), .exp(32'd2499), .out(clkdis));
    dinologic_core d1(.clk(clkdiv), .rst(rst), .jump(jump), .crouch(crouch), .sprite_id(dinonow));
    random_gen r1(.clk(clkdiv), .rst(rst), .out(state));
    obstacle_move m1(.clk(clkdiv), .rst(rst), .state(state),.game_state(game_state),  .xcoor(xcoor), .shape(shape));
    display_combined display_unit(
        .clk(clkdis), .rst(rst),
		  .crouch(crouch),   .jump(jump),  
        .dinonow(dinonow), 
        .shape(shape),     
        .xcoor(xcoor),     
        .dinor(dinor), 
        .outc(outc),       
        .game_state(game_state)
    );
    score_counter my_score(
        .clk(clk),              
        .rst(rst),
        .game_state(game_state), 
		  .jump(jump),.crouch(crouch),
        .hex0(HEX0), .hex1(HEX1), .hex2(HEX2), .hex3(HEX3), .hex4(HEX4), .hex5(HEX5)
    );
endmodule
module display_combined(
    input clk, rst, shape,    
    input jump,  
	 input crouch,
    input [2:0] dinonow,
    input [4:0] xcoor,
    output reg [7:0] dinor,
    output reg [15:0] outc,
    output reg [1:0] game_state
);
    reg [2:0] row_idx;
    reg [15:0] dino_row_data;
    reg [15:0] obs_raw_data;
    reg [31:0] obs_shifted;
    wire [2:0] next_row = row_idx + 1;
    reg [23:0] blink_counter;
    reg blink_state;
    reg [15:0] start_pattern [0:7];
    reg [15:0] end_pattern [0:7];
    initial begin
        start_pattern[0] = 16'b0000000000000000;  
        start_pattern[1] = 16'b0000000010000000;
        start_pattern[2] = 16'b0000000011000000;  
        start_pattern[3] = 16'b0000000011100000;  
        start_pattern[4] = 16'b0000000011000000;
        start_pattern[5] = 16'b0000000010000000;  
        start_pattern[6] = 16'b0000000000000000;  
        start_pattern[7] = 16'b0000000000000000;
        end_pattern[0] = 16'b0000000000000000;  
        end_pattern[1] = 16'b0000000000000000;
        end_pattern[2] = 16'b1110100010110000;   
        end_pattern[3] = 16'b1000100110101000;  
        end_pattern[4] = 16'b1110101010100100;
        end_pattern[5] = 16'b1000110010101000;   
        end_pattern[6] = 16'b1110100010110000;  
        end_pattern[7] = 16'b0000000000000000;
    end
    always @(posedge clk or negedge rst) begin
        if (!rst) begin 
            row_idx <= 0; 
            dinor <= 8'hFE; 
            outc <= 0; 
            game_state <= 0;
            blink_counter <= 0;
            blink_state <= 0;
        end 
        else begin
            row_idx <= next_row;
            dinor <= ~(8'b00000001 << next_row);
            if (blink_counter >= 5000) begin
                blink_counter <= 0;
                blink_state <= ~blink_state;
            end 
            else begin
                blink_counter <= blink_counter + 1;
            end
            case (game_state)
                2'd0: begin  
					 outc <= 16'b0;
					  obs_shifted <= 32'b0;
                    if (!jump||!crouch) begin   
                        game_state <= 1;
                    end
                    else begin
                        if (blink_state) begin
                            outc <= start_pattern[row_idx];
                        end 
                        else begin
                            outc <= 16'b0;
                        end
                    end
                end
                2'd1: begin  
                    case (dinonow)
                        3'd0: case(next_row) 
                            3'd5: dino_row_data=16'b0001100000000000; 
                            3'd4: dino_row_data=16'b0001010000000000; 
                            3'd3: dino_row_data=16'b0101100000000000; 
                            3'd2: dino_row_data=16'b0111100000000000; 
                            3'd1: dino_row_data=16'b0011000000000000; 
                            3'd0: dino_row_data=16'b0010100000000000; 
                            default: dino_row_data=0; endcase
                        3'd1: case(next_row) 
                            3'd5: dino_row_data=16'b0001100000000000; 
                            3'd4: dino_row_data=16'b0001010000000000; 
                            3'd3: dino_row_data=16'b0101100000000000; 
                            3'd2: dino_row_data=16'b0111100000000000; 
                            3'd1: dino_row_data=16'b0011000000000000; 
                            3'd0: dino_row_data=16'b0101000000000000; 
                            default: dino_row_data=0; endcase
                        3'd2: case(next_row) 
                            3'd7: dino_row_data=16'b0100000000000000; 
                            3'd6: dino_row_data=16'b0010011000000000; 
                            3'd5: dino_row_data=16'b0011110100000000; 
                            3'd4: dino_row_data=16'b0001111000000000; 
                            3'd3: dino_row_data=16'b0001010000000000; 
                            default: dino_row_data=0; endcase
                        3'd3: case(next_row) 
                            3'd7: dino_row_data=16'b0100000000000000; 
                            3'd6: dino_row_data=16'b0010011000000000; 
                            3'd5: dino_row_data=16'b0011110100000000; 
                            3'd4: dino_row_data=16'b0001111000000000; 
                            3'd3: dino_row_data=16'b0010001000000000; 
                            default: dino_row_data=0; endcase
                        3'd4: case(next_row) 
                            3'd3: dino_row_data=16'b0100110000000000; 
                            3'd2: dino_row_data=16'b0111111000000000; 
                            3'd1: dino_row_data=16'b0011100000000000; 
                            3'd0: dino_row_data=16'b0010010000000000; 
                            default: dino_row_data=0; endcase
                        3'd5: case(next_row) 
                            3'd3: dino_row_data=16'b0100110000000000; 
                            3'd2: dino_row_data=16'b0111111000000000; 
                            3'd1: dino_row_data=16'b0011100000000000; 
                            3'd0: dino_row_data=16'b0100100000000000; 
                            default: dino_row_data=0; endcase
                        default: dino_row_data = 0;
                    endcase
                    if (shape == 0) begin  
                        case (next_row) 
                            3'd2: obs_raw_data=16'b0000000000000101; 
                            3'd1: obs_raw_data=16'b0000000000001011; 
                            3'd0: obs_raw_data=16'b0000000000001001; 
                            default: obs_raw_data=0; endcase
                    end else begin  
                        case (next_row) 
                            3'd7: obs_raw_data=16'b0000000000000010; 
                            3'd6: obs_raw_data=16'b0000000000000110; 
                            3'd5: obs_raw_data=16'b0000000000010111; 
                            3'd4: obs_raw_data=16'b0000000000001110; 
                            default: obs_raw_data=0; endcase
                    end
                    obs_shifted = {16'b0, obs_raw_data} << xcoor;
                    if (dino_row_data & obs_shifted[31:16]) begin 
                        game_state <= 2;  
                        outc <= dino_row_data | obs_shifted[31:16];  
								 obs_shifted <= 32'b0;
                    end else begin
                        outc <= dino_row_data | obs_shifted[31:16];  
                    end
                end
                2'd2: begin  
					 outc <= 16'b0; 
					  obs_shifted <= 32'b0;
                    if (!jump||!crouch) begin   
                        game_state <= 0;
                    end
                    else begin
                        if (blink_state) begin
                            outc <= end_pattern[row_idx];
                        end 
                        else begin
                            outc <= 16'b0;
                        end
                    end
                end
                default: begin
                    game_state <= 0;
                    outc <= 0;
                end
            endcase
        end
    end
endmodule
module freqdiv_gen(input clk, rst, input [31:0] exp, output reg out);
    reg [31:0] count;
    always @(posedge clk or negedge rst) begin
        if (!rst) 
            {count, out} <= 0;
        else if (count == exp) begin 
            count <= 0; out <= ~out; 
        end else 
            count <= count + 1;
    end
endmodule
module dinologic_core(input clk, rst, jump, crouch, output reg [2:0] sprite_id);
    parameter RUN = 2'b00, JUMP = 2'b01, CROUCH = 2'b10;
    reg [1:0] state;
    reg anim_toggle;
    reg [6:0] holdt;
    reg [3:0] anim_cnt;
    always @(posedge clk or negedge rst) begin
        if (!rst) begin 
            state <= RUN; anim_toggle <= 0; holdt <= 0; 
        end else begin
            if (anim_cnt < 4'd10) begin  
                anim_cnt <= anim_cnt + 1;
            end else begin
                anim_cnt <= 0;
                anim_toggle <= ~anim_toggle;
            end
            case (state)
                RUN: if (!jump) 
                        state <= JUMP; 
                    else if (!crouch) 
                        state <= CROUCH;
                JUMP: if (holdt < 60) 
                        holdt <= holdt + 1; 
                    else begin 
                        holdt <= 0; state <= RUN; 
                    end
                CROUCH: if (crouch) 
                        state <= RUN;
            endcase
        end
    end
    always @(*) begin
        case (state)
            RUN:    sprite_id = anim_toggle ? 3'd1 : 3'd0;
            JUMP:   sprite_id = anim_toggle ? 3'd3 : 3'd2;
            CROUCH: sprite_id = anim_toggle ? 3'd5 : 3'd4;
            default: sprite_id = 3'd0;
        endcase
    end
endmodule
module random_gen(input clk, rst, output reg out);
    reg [15:0] lfsr;
    wire feedback = lfsr[15] ^ lfsr[13] ^ lfsr[12] ^ lfsr[10];
    always @(posedge clk or negedge rst) begin
        if (!rst) begin 
            lfsr <= 16'hACE1; out <= 0; 
        end else begin 
            lfsr <= {lfsr[14:0], feedback}; out <= lfsr[15]; 
        end
    end
endmodule
module obstacle_move(
    input clk, rst, 
    input [1:0] game_state,   
    input state, 
    output reg [4:0] xcoor, 
    output reg shape
);
    reg [2:0] delay;
    reg [31:0] start_delay_counter;   
    reg delay_complete;                
    always @(posedge clk or negedge rst) begin
        if (!rst) begin 
            xcoor <= 0; 
            shape <= 0; 
            delay <= 0; 
            start_delay_counter <= 0;
            delay_complete <= 0;
        end 
        else begin
            case (game_state)
                2'd0: begin  
                    xcoor <= 0;
                    shape <= 0;
                    delay <= 0;
                    start_delay_counter <= 0;
                    delay_complete <= 0;
                end
                2'd1: begin  
                    if (!delay_complete) begin
                        if (start_delay_counter < 32'd120) begin  
                            start_delay_counter <= start_delay_counter + 1;
                        end 
                        else begin
                            delay_complete <= 1;
                            start_delay_counter <= 0;
                        end
                    end 
                    else begin
                        if (delay < 3'd5) 
                            delay <= delay + 1;
                        else begin
                            delay <= 0;
                            if (xcoor == 31) begin 
                                xcoor <= 0; 
                                shape <= state; 
                            end else xcoor <= xcoor + 1;
                        end
                    end
                end
                2'd2: begin  
					xcoor <= 0;
                end
                default: begin
                    xcoor <= 0;
                    shape <= 0;
                    delay <= 0;
                    start_delay_counter <= 0;
                    delay_complete <= 0;
                end
            endcase
        end
    end
endmodule
module score_counter(
    input clk,               
    input rst,  jump,crouch,             
    input [1:0] game_state,  
    output [6:0] hex0,       
    output [6:0] hex1,       
    output [6:0] hex2,       
    output [6:0] hex3,       
    output [6:0] hex4,       
    output [6:0] hex5        
);
    parameter SCORE_SPEED = 5000000; 
    reg [31:0] time_cnt;
    wire tick_score; 
    always @(posedge clk or negedge rst) begin
        if(!rst) begin
            time_cnt <= 0;
        end
        else if (game_state == 2'd1) begin  
            if(time_cnt >= SCORE_SPEED) 
                time_cnt <= 0;
            else 
                time_cnt <= time_cnt + 1;
        end
        else begin  
time_cnt <= 0;
        end
    end
    assign tick_score = (time_cnt == SCORE_SPEED);
    reg [3:0] digit0, digit1, digit2, digit3, digit4, digit5;
    always @(posedge clk or negedge rst) begin
        if(!rst) begin
            digit0 <= 0; digit1 <= 0; digit2 <= 0;
            digit3 <= 0; digit4 <= 0; digit5 <= 0;
        end
        else if (tick_score && (game_state == 2'd1)) begin 
            if(digit0 == 4'd9) begin
                digit0 <= 0;
                if(digit1 == 4'd9) begin
                    digit1 <= 0;
                    if(digit2 == 4'd9) begin
                        digit2 <= 0;
                        if(digit3 == 4'd9) begin
                            digit3 <= 0;
                            if(digit4 == 4'd9) begin
                                digit4 <= 0;
                                if(digit5 == 4'd9) digit5 <= 0;  
                                else digit5 <= digit5 + 1;
                            end else digit4 <= digit4 + 1;
                        end else digit3 <= digit3 + 1;
                    end else digit2 <= digit2 + 1;
                end else digit1 <= digit1 + 1;
            end else digit0 <= digit0 + 1;
        end
		  else if ((game_state == 2'd00)||(game_state == 2'd10)) begin
					if(!jump||!crouch) begin
		            digit0 <= 0; digit1 <= 0; digit2 <= 0;
						digit3 <= 0; digit4 <= 0; digit5 <= 0;
					end
		  end
    end
    function [6:0] seg7_decoder;
        input [3:0] num;
        begin
            case(num)
                4'h0: seg7_decoder = 7'b1000000;  
                4'h1: seg7_decoder = 7'b1111001;  
                4'h2: seg7_decoder = 7'b0100100;  
                4'h3: seg7_decoder = 7'b0110000;  
                4'h4: seg7_decoder = 7'b0011001;  
                4'h5: seg7_decoder = 7'b0010010;  
                4'h6: seg7_decoder = 7'b0000010;  
                4'h7: seg7_decoder = 7'b1111000;  
                4'h8: seg7_decoder = 7'b0000000;  
                4'h9: seg7_decoder = 7'b0010000;  
                default: seg7_decoder = 7'b1111111;  
            endcase
        end
    endfunction
    assign hex0 = seg7_decoder(digit0);
    assign hex1 = seg7_decoder(digit1);
    assign hex2 = seg7_decoder(digit2);
    assign hex3 = seg7_decoder(digit3);
    assign hex4 = seg7_decoder(digit4);
    assign hex5 = seg7_decoder(digit5);
endmodule
==> flow_summary.yaml <==
# physical design summary
critical_path:
  crit_chain: "inv_1 -> ha_1 -> or2_2 -> a21oi_1 -> a31oi_1 -> clkdlybuf4s50_1"
  r2r.worst_path.cells: 9
  startpoint: "my_score.digit0[1]"
  cp_max_fo: 7
  slowest_delay_ns: 0.43
  crit_end: "HEX0[3]"
  reg2reg_from: "my_score.time_cnt[0]"
  endpoint_kind: "output pin"
  r2r_setup_slack_ns: 1.71
  cp_num_buf_inv: 2
  crit_path_start_kind: "register"
  worstPathArrival_ns: 2.14
  critPathKind: "register to output pin"
  critical_path.top_delay_family: "buffers and inverters"
  cp_num_cells: 6
  required_ns: 3.44
  worstReg2RegEnd: "my_score.digit4[0]"
  crit_slowest_cell: "dfrtp_1"
floorplan:
  dieArea_um2: 32100
  core-area_um2: 30700
  io_pins: 70
  fp_util: 0.408
  die_y_um: 179
  placementRows: 64
  die_x_um: 179
grt:
  grt_usage: 0.159
  grt_max_degree: 97
  first_global_vias: 8653
  grt_pass1_wl_um: 41100
  antenna_found_initial: 0
  grt_overflow_total: 0
run:
  tool_warnings: 58
  cap_violations: 0
power:
  internal_power_mw: 2.09
  ir_drop_mv: 0.241
  p_per_area_nw_per_um2: 186
  p_switching_mw: 0.571
  sw_frac_of_total: 0.214
  power.share.clock: 0.547
  power.share.sequential: 0.433
  cellLeakagePower_nw: 6.35
  combPwrFrac: 0.020
routing:
  ant_nets: 0
  wire_per_inst_um: 13.1
  first_pass_iters: 21
  antennaDiodeCount: 0
  initialDrtViolationCount: 612
  wl_um: 23300
  avgViaCountPerCell: 5.12
  via_count: 9096
  drc: 0
synth:
  yosys_area_um2: 12600
  synth_flops: 251
  common_cells: "230 x dfrtp_1, 170 x nor2_1, 129 x nand2_1"
  most_common_cell: "dfrtp_1"
  yosys-stat-cells: 1292
  top_area_frac: 0.458
  ff_type: "dfrtp_1"
  synthArstFlopShare: 0.984
  avgSynthCellArea_um2: 9.72
  ys_types: 82
  largest_area_cell: "dfrtp_1"
  edf_count: 4
  ys_seq_share: 0.504
  netlist_instances: 1292
  yosysWarnings: 7
  synthTopCellsByArea: "dfrtp_1 46%, nor2_1 5.1%, ha_1 5.0%"
  synth_area_um2: 12600
clock_network:
  cts-resized-gates: 0
  cts.reportedPaths.clkPinSlew_ns: 0.06
  cts_hold_buf: 0
  clock_latency_ns: 0.41
  clockBufferDepth: 2
  cts-root-buf: "clkbuf_16"
  h-tree-depth: 4
  numCtsBuffers: 17
  cts_setup_buffers: 0
  cts_tree: "done"
timing:
  worst_slew_pin_slew_ns: 0.791
  setup_ws_ns: 1.30
  unclocked_pins: 129
  hold_viol: 0
  period_needed_ns: 3.00
  fin_worst_skew_ns: 0.0151
  timing.final.crit_share: 0.699
  rsz0062_at_grt: "false"
  drv_slew: 0
  fin_tns_setup_ns: 0
  untimed_endpoints: 146
  clock.fmax_mhz: 333
  relSlewSlack: 0.473
  final-setup-viol-count: 0
finish:
  nFillCells: 2818
  layout-drive-gt1-share: 0.0702
  design_area_um2: 14300
  area_growth_pct: 14.2
placed_design:
  dp_worst_setup_slack_ns: 1.51
  placed_area_um2: 13700
  io_buffers: 69
  routabilityCongestion: 0.873
  hpwl_um: 16300
min_path:
  hp-class: "register to register"
outcome:
  status: "complete, no violations"
[worst register-to-register path, delay by kind of cell (launching register included)]
| kind | cells | cell delay (ns) |
|---|---|---|
| adders and majority gates | 1 | 0.14 |
| buffers and inverters | 2 | 0.37 |
| AOI/OAI and AO/OA | 1 | 0.35 |
| DFF | 1 | 0.42 |
| muxes | 1 | 0.27 |
| and+or+nand+nor | 4 | 0.92 |
[registers in the layout (all words and copies together), names as in the netlist, 3 cells and up, named ones only]
register and count:
display_unit.dinor 8, m1.delay 3, my_score.digit5 4, my_score.digit3 4, m1.start_delay_counter 32, f2.count 32, my_score.digit4 4, d1.state 3
display_unit.row_idx 3, f1.count 32, d1.anim_cnt 4, my_score.time_cnt 32, m1.xcoor 5, display_unit.outc 16, display_unit.blink_counter 24, my_score.digit2 4
my_score.digit1 4, r1.lfsr 16, my_score.digit0 4, d1.holdt 7
[how the worst min path moves through the flow]
| stage | startpoint | endpoint | cells after the start |
|---|---|---|---|
| 6_report | f1.out | f1.out | 1 |
| 4_1_cts | f1.out | f1.out | 1 |
| 5_1_grt | f1.out | f1.out | 1 |
[layer usage]
layer / vias up / global-route usage / part of all wire / wire, um
li1: 4647 / - / - / -
met1: 4305 / 0.263 / 0.51 / 11900
met3: 12 / 0.0190 / 0.032 / 735
met4: 0 / 0.0196 / 0.010 / 244
met2: 132 / 0.238 / 0.44 / 10300
met5: - / 0 / 0 / 0
[final cells by class]
cell class / instances / area, um2 / area share
Clock buffer: 20 / 447 / 0.0311
Inverter: 49 / 184 / 0.0128
Sequential cell: 251 / 6320 / 0.441
Tap cell: 396 / 495 / 0.0345
Clock inverter: 12 / 165 / 0.0115
Multi-Input combinational cell: 970 / 5950 / 0.415
Timing Repair Buffer: 80 / 778 / 0.0543
[power by group through the flow]
stage,clock network [mW],registers (mW),logic [mW]
after global routing,1.55,1.16,0.0653
final,1.46,1.16,0.0527
after CTS,1.49,1.16,0.0576
[kinds of logic (layout without fill, tap and decap cells)]
kind of cell	count (synthesis)	in the layout	share of synthesized area
xor gates and xnor gates	108	108	0.0753
AOI/OAI and AO/OA	234	234	0.118
muxes	7	7	0.00588
DFF	251	251	0.504
other	1	20	0.000299
adders and majority gates	50	50	0.0498
and+or+nand+nor	551	551	0.219
buffers and inverters	90	161	0.0283
[stage by stage]
| step | util | total power [mW] | cells | hold slack, ns |
|---|---|---|---|---|
| after floorplan | - | 1.18 | 1311 | 0.443 |
| after detailed placement | 0.447 | 1.23 | 1746 | 0.456 |
| final | 0.466 | 2.67 | 1778 | 0.462 |
| after global routing | 0.466 | 2.77 | 1778 | 0.484 |
| after CTS | 0.466 | 2.71 | 1778 | 0.467 |
| after global placement | 0.447 | 1.23 | 1746 | 0.456 |
[cell usage in the layout (no fill, tap or decap), drive strengths merged, types with 7 or more instances in the layout]
cell / count
a31oi: 17
inv: 50
or2: 13
nor4: 24
and4: 13
conb: 20
xor2: 52
nand3: 56
ha: 50
o21ai: 86
nand2b: 15
nor2b: 11
and2: 18
clkdlybuf4s50: 68
clkbuf: 20
and3: 28
nand2: 129
buf: 12
nand4: 30
dfrtp: 230
xnor2: 56
a21o: 7
a21oi: 61
nor3: 18
dfstp: 17
nor2: 171
Power and IR drop assume default switching activity.
